$ cat flow/config.mk
export PLATFORM = sky130hd
export DESIGN_NAME = AvalonPix
export DESIGN_NICKNAME = AvalonPix
export VERILOG_FILES = /design/flow/design.v
export SDC_FILE = /design/flow/constraint.sdc
export NUM_CORES = 4
export LEC_CHECK = 1
export CORE_AREA = 10 10 168 168
export DIE_AREA = 0 0 178 178
$ cat flow/constraint.sdc
current_design AvalonPix

set clk_period 15.9
set clk_io_pct 0.2

create_clock -name clk0 -period $clk_period [get_ports {clk}]

set non_clock_inputs [all_inputs -no_clocks]
set_input_delay [expr $clk_period * $clk_io_pct] -clock clk0 $non_clock_inputs
set_output_delay [expr $clk_period * $clk_io_pct] -clock clk0 [all_outputs]
$ cat flow/design.v
`timescale 1 ps / 1 ps
module AvalonPix
(
	input  wire         clk,                   
	input  wire         reset,                 
	input  wire         control_address,       
	input  wire         control_write,         
	input  wire [31:0]  control_writedata,     
	input  wire [31:0]  slave_address,         
	input  wire [6:0]   slave_burstcount,      
	input  wire         slave_read,            
	output wire [127:0] slave_readdata,        
	output wire         slave_readdatavalid,   
	output wire         slave_waitrequest,     
	output wire [31:0]  master_address,        
	output wire [6:0]   master_burstcount,     
	output wire         master_read,           
	input  wire  [63:0] master_readdata,       
	input  wire         master_readdatavalid,  
	input  wire         master_waitrequest     
);
reg [31:0] base;
reg [31:0] fmt;
always @(posedge clk) begin
	if(control_write) begin
		if (control_address) fmt  <= control_writedata;
						else base <= control_writedata;
	end
end
assign master_address = base + slave_address[31:1];
assign master_burstcount = slave_burstcount;
assign master_read = slave_read;
assign slave_readdatavalid = master_readdatavalid;
assign slave_waitrequest = master_waitrequest;
assign slave_readdata = fmt[0] ? 
	{
		8'h00,
		master_readdata [ 48 +15 -:5],
		master_readdata [ 48 +15 -:3],
		master_readdata [ 48 +10 -:6],
		master_readdata [ 48 +10 -:2],
		master_readdata [ 48 + 4 -:5],
		master_readdata [ 48 + 4 -:3],
		8'h00,
		master_readdata [ 32 +15 -:5],
		master_readdata [ 32 +15 -:3],
		master_readdata [ 32 +10 -:6],
		master_readdata [ 32 +10 -:2],
		master_readdata [ 32 + 4 -:5],
		master_readdata [ 32 + 4 -:3],
		8'h00,
		master_readdata [ 16 +15 -:5],
		master_readdata [ 16 +15 -:3],
		master_readdata [ 16 +10 -:6],
		master_readdata [ 16 +10 -:2],
		master_readdata [ 16 + 4 -:5],
		master_readdata [ 16 + 4 -:3],
		8'h00,
		master_readdata [  0 +15 -:5],
		master_readdata [  0 +15 -:3],
		master_readdata [  0 +10 -:6],
		master_readdata [  0 +10 -:2],
		master_readdata [  0 + 4 -:5],
		master_readdata [  0 + 4 -:3]
	}
	:
	{
		8'h00,
		master_readdata [ 48 +14 -:5],
		master_readdata [ 48 +14 -:3],
		master_readdata [ 48 + 9 -:5],
		master_readdata [ 48 + 9 -:3],
		master_readdata [ 48 + 4 -:5],
		master_readdata [ 48 + 4 -:3],
		8'h00,
		master_readdata [ 32 +14 -:5],
		master_readdata [ 32 +14 -:3],
		master_readdata [ 32 + 9 -:5],
		master_readdata [ 32 + 9 -:3],
		master_readdata [ 32 + 4 -:5],
		master_readdata [ 32 + 4 -:3],
		8'h00,
		master_readdata [ 16 +14 -:5],
		master_readdata [ 16 +14 -:3],
		master_readdata [ 16 + 9 -:5],
		master_readdata [ 16 + 9 -:3],
		master_readdata [ 16 + 4 -:5],
		master_readdata [ 16 + 4 -:3],
		8'h00,
		master_readdata [  0 +14 -:5],
		master_readdata [  0 +14 -:3],
		master_readdata [  0 + 9 -:5],
		master_readdata [  0 + 9 -:3],
		master_readdata [  0 + 4 -:5],
		master_readdata [  0 + 4 -:3]
	};
endmodule
$ cat flow/run.sh
#!/bin/bash
# OpenROAD 26Q1-2900-gdf79404cd8, Yosys 0.63+post, stock flow scripts
make -C /OpenROAD-flow-scripts/flow DESIGN_CONFIG=/design/flow/config.mk WORK_HOME=/design/flow/orfs finish
==> run summary <==
share of post-route cells with drive strength above 1 = 6.85%
WL met1 = 5.48 mm
Rel. slew slack = 48.5%
worst slew pin tran = 765 ps
CP Capture Type = output port
gpl congestion = 0.811
Max Slew Vio Count = 0
first-pass GRT wire length = 20.4 mm
Die X = 178 um
worst path arrival time = 7060 ps
TritonCTS clock tree = yes
post-CTS sizing = 0
row cnt = 57
status = completed
Post-Syn Area = 3840 sq um
clock slew at reported path FFs = 60 ps
most frequent cells after synthesis = buf_4 (86), nand2_1 (62), edfxtp_1 (33)
tool warnings = 27
Yosys reg bits = 33
number of enable flip-flop cells = 33
DP HPWL = 12.5 mm
core box area = 24500 sq um
synth unique cells = 46
main area contributors = edfxtp_1 (26%), buf_4 (17%), ha_1 (10%), mux2_2 (8.2%), nand2_1 (6.1%)
routed length per instance = 15.8 um
die y size = 178 um
Post-synth ARST share = 0%
kind of critical path = input port to output port
Post-synth top flop = edfxtp_1
area leader, netlist = edfxtp_1
met3 wire length = 1.09 mm
PD cells = 69.4 nW/um^2
Syn Inst Count = 438
Remaining DRCs = 0
ys cells = 438
CP startpoint kind = input port
Chip Area, Yosys = 3840 sq um
die area = 31700 sq um
clk buf depth = 2
vias in the first global route = 3653
H-tree Lvls = 2
area growth from synthesis to layout = 53.8%
floorplan core density = 15.7%
min cycle time layout = 10240 ps
Clock Sinks = 33
first drt pass iteration count = 4
Setup-failing EPs final = 0
CTS buffer count = 5
Top Layer Used = met5
setup TNS = 0 ps
CP Max Fanout = 4
Ys Warns = 1
Syn Area/Cell = 8.76 sq um
LEAKAGE = 2.32 nW
unrepaired setup endpoints after global routing = false
Fmax = 97.7 MHz
most frequent cell after synthesis = buf_4
GR Util All Layers = 8.34%
vias per cell = 3.76
antenna violations before repair = 2
Root Buffer = clkbuf_16
peak supply drop = 0.0321 mV
area share, top type = 25.8%
met2 WL = 7.53 mm
grt ovf = 0
FILL cells = 2613
Seq/Total Area, Yosys = 25.8%
hold crit path type = input port to register
max_cap viols = 0
CP Data Required Time = 12720 ps
Vias = 3422
IO buf count = 205
period utilization = 64.4%
final core area utilization = 24.1%
final hold vios = 0
1st-iter DRT viols = 96
ANT nets after route = 0
final wirelength = 14.3 mm
post-cts hold buffer count = 0
# IOs = 312
setup bufs post-CTS = 0
largest net degree at the start of global routing = 57
state kept, by name, summed over array words and instances, names as in the netlist:
name and count:
base 32, fmt 1
stage by stage:
stage	hold WS [ps]	power, mW	area (sq um)	instances	worst slack, ps
after floorplan	3280	0.194	3950	469	7430
after global routing	3440	0.440	5900	908	5510
after detailed placement	3740	0.303	5740	900	5650
after global placement	3740	0.304	5740	900	5640
after CTS	3430	0.422	5900	908	5630
final	3440	0.410	5900	909	5660
layer usage:
| metal | global-route usage, % | vias to the layer above |
|---|---|---|
| met2 | 14.9 | 130 |
| met5 | 0 | - |
| met1 | 9.52 | 1522 |
| li1 | - | 1748 |
| met3 | 2.94 | 20 |
| met4 | 1.25 | 2 |
path summary, 6_finish.rpt:
| path | start | end | slack (ps) | depth (start not counted) |
|---|---|---|---|---|
| setup / recovery | slave_address[1] | master_address[24] | 5660 | 11 |
| hold / removal | control_writedata[3] | base[3] | 3440 | 1 |
layout make-up:
| cell class | count | area, sq um | area share (%) |
|---|---|---|---|
| Timing Repair Buffer | 207 | 2070 | 35.0 |
| Inverter | 7 | 26.3 | 0.445 |
| Multi-Input combinational cell | 329 | 2250 | 38.1 |
| Sequential cell | 33 | 991 | 16.8 |
| Clock buffer | 6 | 129 | 2.18 |
| Tap cell | 324 | 405 | 6.87 |
| Antenna cell | 1 | 2.50 | 0.0424 |
| Clock inverter | 2 | 33.8 | 0.573 |
worst max-delay path: stages:
cell	delay, ps
clkdlybuf4s50_1	410
ha_1	230
fa_1	400
a21o_1	220
a221oi_1	650
or3_1	220
a21oi_1	100
nor4_1	690
o41ai_1	230
xor2_1	190
clkdlybuf4s50_1	530
cell usage in the layout, fill, tap and decap left out, drive strengths merged, types with 2 or more instances in the layout:
cell type	netlist	routed
clkdlybuf4s50	0	205
nand2	62	62
edfxtp	33	33
conb	1	32
a21oi	31	31
ha	31	31
mux2	28	28
xnor2	17	17
nor2	15	15
nand2b	13	13
o21ai	12	12
a21o	11	11
xor2	11	11
inv	7	7
and2	6	6
nand4	6	6
o21bai	6	6
and3	6	6
clkbuf	14	6
a211oi	5	5
a31oi	4	4
o21a	3	3
a221oi	3	3
nand4b	2	2
o2111ai	2	2
nand3	2	2
o211ai	2	2
nor4	2	2
buf	86	2
o31ai	2	2
nor2b	2	2
cells by family after synthesis:
logic type      count (synthesis)  synth area share (%)
simple gates                  119                  14.6
buf+inv                       107                  18.9
compound gates                 90                  15.4
flops                          33                  25.8
fa+ha+maj                      32                  10.6
xor+xnor                       28                  6.39
mux                            28                  8.22
other cells                     1                0.0977
power breakdown:
part | switching [mW] | internal [mW] | leakage [nW]
clock | 0.0382 | 0.0735 | 0.0785
sequential | 0.00203 | 0.102 | 0.310
combinational | 0.0743 | 0.119 | 1.93
total | 0.115 | 0.295 | 2.32
No activity file was given, so power comes from the tool's default toggle rates.
