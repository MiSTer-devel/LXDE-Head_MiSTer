<file path="design/flow/design.v">
`timescale 1 ps / 1 ps
module out_mix (
		input  wire        clk,                
		output reg         de,                 
		output reg         h_sync,             
		output reg         v_sync,             
		output reg  [23:0] data,               
		output reg         vid_clk,            
		input  wire [1:0]  vid_datavalid,      
		input  wire [1:0]  vid_h_sync,         
		input  wire [1:0]  vid_v_sync,         
		input  wire [47:0] vid_data,           
		input  wire        underflow,          
		input  wire        vid_mode_change,    
		input  wire [1:0]  vid_std,            
		input  wire [1:0]  vid_f,              
		input  wire [1:0]  vid_h,              
		input  wire [1:0]  vid_v,              
		input  wire        control_address,    
		input  wire        control_write,      
		input  wire [31:0] control_writedata,  
		input  wire        clock_clk,          
		input  wire        reset               
	);
	reg        r_de;
	reg        r_h_sync;
	reg        r_v_sync;
	reg [23:0] r_data;
	reg [31:0] fmt;
	always @(posedge clock_clk) if(control_write & !control_address) fmt <= control_writedata;
	always @(posedge clk) begin
		vid_clk <= ~vid_clk;
		if(~vid_clk) begin
			{r_de,de} <= vid_datavalid;
			{r_h_sync, h_sync} <= vid_h_sync;
			{r_v_sync, v_sync} <= vid_v_sync;
			{r_data, data} <= fmt[0] ? {vid_data[31:24],vid_data[39:32],vid_data[47:40],vid_data[7:0],vid_data[15:8],vid_data[23:16]} : vid_data;
		end else begin
			de <= r_de;
			h_sync <= r_h_sync;
			v_sync <= r_v_sync;
			data <= r_data;
		end
	end
endmodule
</file>
<file path="design/flow/run.sh">
#!/bin/bash
# OpenROAD 26Q1-2900-gdf79404cd8, Yosys 0.63+post, stock flow scripts
make -C /OpenROAD-flow-scripts/flow DESIGN_CONFIG=/design/flow/config.mk WORK_HOME=/design/flow/orfs finish
</file>
<file path="design/flow/config.mk">
export PLATFORM = sky130hd
export DESIGN_NAME = out_mix
export DESIGN_NICKNAME = out_mix
export VERILOG_FILES = /design/flow/design.v
export SDC_FILE = /design/flow/constraint.sdc
export NUM_CORES = 4
export LEC_CHECK = 1
export CORE_UTILIZATION = 40
</file>
<file path="design/flow/constraint.sdc">
current_design out_mix

set clk_period 2.5
set clk_io_pct 0.2

create_clock -name clk0 -period $clk_period [get_ports {clk}]
create_clock -name clk1 -period $clk_period [get_ports {clock_clk}]

set non_clock_inputs [all_inputs -no_clocks]
set_input_delay [expr $clk_period * $clk_io_pct] -clock clk0 $non_clock_inputs
set_output_delay [expr $clk_period * $clk_io_pct] -clock clk0 [all_outputs]
</file>
==> impl_metrics.py <==
# Auto-generated metrics
metrics = {
    "min_path": {
        "worstHoldPathType": "reg2reg",
    },
    "setup_path": {
        "cp.arrival_ns": 1.43,
        "path_delay_family": "flip-flops",
        "endpoint_kind": "output port",
        "cpPeakStageDelay_ns": 0.58,
        "start_kind": "flip-flop",
        "path_buffers": 1,
        "cp_cell_sequence": "clkdlybuf4s50_1",
        "worst-setup-path-type": "reg2out",
        "cp_max_fo": 14,
        "worstPathRequired_ns": 2.00,
        "crit_slowest_cell": "dfxtp_2",
    },
    "status": {
        "status": "completed",
    },
    "synth": {
        "simple_gate_area_frac": 0.0301,
        "synthCells": 142,
        "synth-adder-area-share": 0,
        "synth-async-reset-ratio": 0,
        "ys_area_sq_um": 2200,
        "yosysUniqueCellTypes": 13,
        "ys.flops": 56,
        "netlist_area_sq_um": 2200,
        "flop_cell": "edfxtp_1",
        "top_logic_kind": "multiplexers",
        "ys_warn_count": 1,
        "synthXorXnorAreaFrac": 0,
        "netlist.top_cell.by_area": "edfxtp_1",
        "compound_area_frac": 0.0364,
        "edf_count": 28,
        "seq_area_frac_synth": 0.636,
        "syn_area_per_cell_sq_um": 15.5,
        "ys_cells": 142,
        "top_cells_by_area": "edfxtp_1 (38%), dfxtp_1 (25%), mux2_4 (14%)",
        "top_area_frac": 0.382,
        "synth.area.mux_share": 0.247,
        "netlist_top_cells_count": "dfxtp_1 (28), edfxtp_1 (28), mux2_4 (21)",
    },
    "global_route": {
        "grtUsageMet1": 0.187,
        "grtUsageTotal": 0.134,
        "grt.busiest_layer": "met2",
        "grt_pass1_vias": 1267,
        "grt_use_met2": 0.225,
        "antenna_found_initial": 0,
        "use_met3": 0.0377,
        "grt_max_degree": 33,
        "overflow": 0,
        "grt_pass1_wl_microns": 5870,
    },
    "clocking": {
        "cts-resized-gates": 0,
        "cts-buffers-inserted": 5,
        "root_buffer": "clkbuf_8",
        "post_cts_buffers": 0,
        "cts_tree": "yes",
        "cts_buffer_depth": 2,
        "holdBufCountCts": 0,
        "clk_pin_slew_worst_paths_ns": 0.09,
        "cts_max_level": 2,
    },
    "place": {
        "dpl.hpwl_microns": 2750,
        "post-place-cells": 291,
        "place.gp.congestion": 0.765,
        "io_buffers": 85,
    },
    "floorplanning": {
        "dieArea_sq_um": 5810,
        "core_util_floorplan": 0.423,
        "core_sq_um": 5200,
        "die_x_microns": 76.2,
        "rows": 26,
        "die_h_microns": 76.2,
        "num_io_pins": 129,
    },
    "finish": {
        "logic_area_sq_um": 689,
        "layout-drive-gt1-share": 0.166,
        "nFillCells": 407,
        "final_cells": 299,
        "syn2layout_area_growth_pct": 43.0,
        "regArea_sq_um": 1400,
    },
    "sta": {
        "slew_headroom": 0.651,
        "final_hold_viol_count": 0,
        "tightest_slew_ns": 0.524,
        "rsz0062_at_grt": "no",
        "finalSetupTns_ns": 0,
        "setup_viol": 0,
        "drv_slew": 0,
        "fin_skew_ns": 0.0101,
    },
    "route": {
        "first_pass_iters": 4,
        "drcViolationCount": 0,
        "drt-vias-per-instance": 4.49,
        "vias": 1343,
        "wire_per_inst_microns": 12.3,
        "antenna-diode-count": 0,
        "drtIter0Drc": 30,
        "wirelength_microns": 3660,
        "ant_nets": 0,
    },
    "job": {
        "openroad.warnings": 69,
        "cap_violations": 0,
    },
    "power_and_ir_drop": {
        "p_leak_nw": 1.19,
        "vdd_drop_max_mv": 0.359,
        "power_mw": 1.73,
        "power.density_nw_per_um2": 551,
    },
}
## cell families after synthesis
| kind of cell | count (synthesis) |
|---|---|
| DFF | 56 |
| muxes | 43 |
| and+or+nand+nor | 17 |
| AOI/OAI and AO/OA | 16 |
| buffers and inverters | 10 |
## per-stage QoR
stage          utilization  instance area (sq um)  hold WS [ns]  setup slack, ns
2_1_floorplan            -                   2200         0.424            0.987
3_3_place_gp         0.587                   3060         0.440            0.888
3_5_place_dp         0.587                   3060         0.439            0.869
4_1_cts              0.605                   3150         0.464            0.540
5_1_grt              0.605                   3150         0.480            0.495
6_report             0.605                   3150         0.459            0.566
## power by group
group	total [mW]	internal, mW	switching [mW]
Clock	0.485	0.224	0.261
Sequential	1.00	0.997	0.00765
Combinational	0.244	0.188	0.0563
## worst paths after layout
path / startpoint / slack [ns] / to / depth (start not counted)
setup / recovery: vid_clk / 0.57 / vid_clk / 1
hold / removal: r_data[21] / 0.46 / data[21] / 2
setup reg to reg: vid_clk / 0.99 / r_data[3] / 2
hold reg to reg: r_data[21] / 0.46 / data[21] / 2
max in group clk1: control_write / 1.13 / fmt / 2
min in group clk1: control_writedata[0] / 1.06 / fmt / 1
## flip-flops by register name (all words and copies together), names as in the netlist
name and flops:
vid_clk 1, data 24, h_sync 1, v_sync 1, de 1, r_v_sync 1, r_h_sync 1, r_de 1
r_data 24, fmt 1
## layer usage
| metal | vias to the layer above | wire (microns) |
|---|---|---|
| met3 | 7 | 268 |
| met1 | 607 | 1570 |
| met2 | 51 | 1780 |
| met5 | - | 0 |
| met4 | 0 | 51 |
| li1 | 678 | - |
## layout by cell type, fill, tap and decap left out
| master | count |
|---|---|
| clkbuf_8 | 6 |
| clkinv_2 | 1 |
| clkdlybuf4s50_1 | 85 |
| nand2_1 | 16 |
| o21ai_1 | 16 |
| nor2b_1 | 1 |
| clkbuf_1 | 1 |
| buf_4 | 3 |
| edfxtp_1 | 28 |
| mux2_2 | 6 |
| dfxtp_1 | 27 |
| mux2i_1 | 16 |
| inv_1 | 1 |
| dfxtp_2 | 1 |
| mux2_4 | 21 |
## area by class of cell
class | count | share of cell area
flip-flops and latches | 56 | 0.446
clock inverters | 1 | 0.00159
repair buffers | 88 | 0.277
multi-input cells | 76 | 0.219
inverters | 1 | 0.00119
well taps | 70 | 0.0278
clock buffers | 7 | 0.0274
Power and IR drop assume default switching activity.
