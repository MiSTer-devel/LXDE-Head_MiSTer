## flow/run.sh

```bash
#!/bin/bash
# OpenROAD 26Q1-2900-gdf79404cd8, Yosys 0.63+post, stock flow scripts
make -C /OpenROAD-flow-scripts/flow DESIGN_CONFIG=/design/flow/config.mk WORK_HOME=/design/flow/orfs finish
```

## flow/config.mk

```make
export PLATFORM = sky130hd
export DESIGN_NAME = i2s_clkctrl_apb
export DESIGN_NICKNAME = i2s_clkctrl_apb
export VERILOG_FILES = /design/flow/design.v
export SDC_FILE = /design/flow/constraint.sdc
export NUM_CORES = 4
export LEC_CHECK = 1
export CORE_UTILIZATION = 30
```

## flow/constraint.sdc

```tcl
current_design i2s_clkctrl_apb

set clk_period 4.8
set clk_io_pct 0.2

create_clock -name clk0 -period $clk_period [get_ports {clk}]
create_clock -name clk1 -period $clk_period [get_ports {clk_44}]
create_clock -name clk2 -period $clk_period [get_ports {clk_48}]

set non_clock_inputs [all_inputs -no_clocks]
set_input_delay [expr $clk_period * $clk_io_pct] -clock clk0 $non_clock_inputs
set_output_delay [expr $clk_period * $clk_io_pct] -clock clk0 [all_outputs]
```

## flow/design.v

```verilog
module i2s_clkctrl_apb (
	input				clk,  
	input				reset_n,  
	input		[4:0]	paddr,  
	input				penable,  
	input				pwrite,	 
	input 		[31:0]	pwdata,  
	input				psel,  
	output reg	[31:0]	prdata,  
	output				pready,  
	input				clk_48,  
	input				clk_44,
	input				ext_bclk,
	input				ext_playback_lrclk,
	output				master_slave_mode,  
	output				clk_sel_48_44,  
	output				mclk,
	output				bclk,
	output				playback_lrclk
);
	reg [31:0]		cmd_reg1;
	wire			cmd_sel1 = psel && (paddr == 0);
	reg [31:0]		cmd_reg2;
	wire			cmd_sel2 = psel && (paddr == 4);
	assign 			master_slave_mode = cmd_reg1[0];  
	assign			clk_sel_48_44 = cmd_reg1[1];  
	wire			cmd_reg2_wr = cmd_sel2 & pwrite & penable;
	always @(posedge clk or negedge reset_n)
	begin
		if (~reset_n)
		begin
			cmd_reg1 <= 0;
			cmd_reg2 <= 0;
		end
		else
		begin
			if (cmd_sel1 & pwrite & penable)  
				cmd_reg1 <= pwdata;
			else if (cmd_sel1 & ~pwrite & ~penable)  
				prdata <= cmd_reg1;
			if (cmd_reg2_wr)  
				cmd_reg2 <= pwdata;
			else if (cmd_sel2 & ~pwrite & ~penable)  
				prdata <= cmd_reg2;
		end
	end
	wire mclk48;
	wire bclk48;
	wire playback_lrclk48;
	wire capture_lrclk48;
	audio_clock_generator playback_gen48 (
		.clk		(clk_48),
		.reset_n	(reset_n),
		.cmd_reg1	(cmd_reg1),
		.cmd_reg2	(cmd_reg2),
		.mclk		(mclk48),
		.bclk		(bclk48),
		.lrclk_clear(cmd_reg2_wr),
		.lrclk		(playback_lrclk48)
	);
	wire mclk44;
	wire bclk44;
	wire playback_lrclk44;
	wire capture_lrclk44;
	audio_clock_generator playback_gen44 (
		.clk		(clk_44),
		.reset_n	(reset_n & ~cmd_reg2_wr),
		.cmd_reg1	(cmd_reg1),
		.cmd_reg2	(cmd_reg2),
		.mclk		(mclk44),
		.bclk		(bclk44),
		.lrclk_clear(cmd_reg2_wr),
		.lrclk		(playback_lrclk44)
	);
	assign mclk = clk_sel_48_44 ? mclk44 : mclk48;
	assign bclk = master_slave_mode
		? (clk_sel_48_44 ? bclk44 : bclk48)
		: ext_bclk;
	assign playback_lrclk = master_slave_mode
		? (clk_sel_48_44 ? playback_lrclk44 : playback_lrclk48)
		: ext_playback_lrclk;
	assign pready = penable;  
endmodule
module audio_clock_generator (
	input			clk,
	input			reset_n,
	input	[31:0]	cmd_reg1,
	input	[31:0]	cmd_reg2,
	output			mclk,
	output			bclk,
	input			lrclk_clear,
	output			lrclk
);
	wire [7:0]		mclk_divisor = cmd_reg1[31:24];  
	wire [7:0]		bclk_divisor = cmd_reg1[23:16];  
	wire [7:0]		lrclk_divisor = cmd_reg2[15:8];  
	clk_divider #(.N(8)) mclk_divider (
		.clk		(clk),
		.reset_n	(reset_n),
		.max_count	(mclk_divisor),
		.q			(mclk)
	);
	clk_divider #(.N(8)) bclk_divider (
		.clk		(clk),
		.reset_n	(reset_n),
		.max_count	(bclk_divisor),
		.q			(bclk)
	);
	clk_divider #(.N(12)) lrclk_divider (
		.clk		(clk),
		.reset_n	(reset_n & ~lrclk_clear),
		.max_count	({lrclk_divisor, 4'b1111}),
		.q			(lrclk)
	);
endmodule
module clk_divider #(parameter N = 8) (
	input			clk,
	input			reset_n,
	input	[N-1:0]	max_count,
	output reg		q
);
	reg [N-1:0] counter;
	always @(posedge clk or negedge reset_n)
	begin
		if (~reset_n)
		begin
			q <= 0;
			counter <= 0;
		end
		else
		begin
			if (counter == max_count)
			begin
				counter <= 0;
				q <= ~q;
			end
			else
				counter <= counter + 1'd1;
		end
	end
endmodule
```

==> results.toml <==
# generated from flow reports
[sta]
fin_setup_tns_ns = 0
final-hold-violation-count = 0
worstMarginPinSlew_ns = 0.801
setup_ws_ns = 1.45
setup_viol = 0
timing.slew.headroom_pct = 46.4
rsz0062_at_grt = "no"
fin_skew_ns = 0.00984
drv_slew = 0

[grt]
antenna_found_initial = 0
first_global_vias = 4843
grt_max_degree = 54
grt_usage_pct = 14.6
grt.overflow.total = 0
grt_pass1_wl_um = 26700

[finish]
nFillCells = 2241
lay_top_count = "dfrtp_1"
drive_above_1_share_pct = 15.9
regArea_mm2 = 0.00411
syn_to_final_growth_pct = 24.6
lay_top_cells = "dfrtp_1 (126), clkdlybuf4s50_1 (80), nor2_1 (76), mux2_2 (65), xnor2_1 (62)"
combGateArea_mm2 = 0.00303

[detailed_routing]
drc = 0
wl_per_cell_um = 16.1
drt_iter0_markers = 226
wirelength_um = 16400
via_per_inst = 4.63
num_vias = 4703
dr.pass1.iters = 4
n_antenna_cell = 0
postRouteAntennaNets = 0

[die]
fp_util_pct = 30.7
die-width_um = 158
core-area_mm2 = 0.0236
die_h_um = 158
num_io_pins = 84
dieArea_mm2 = 0.0248
std_cell_rows = 56

[power]
irDropWorstVdd_v = 0.000225
internal-power_mw = 2.80
p_clk_share_pct = 36.6
power.density_mw_per_mm2 = 429
comb_power_share_pct = 16.7
p_sw_share_pct = 27.9
seqPwrFrac_pct = 46.7
power_mw = 3.88
p_leak_nw = 3.90
p_switching_mw = 1.08

[critical_path]
ff2ff_path_depth = 5
reg2reg_to = "playback_gen44.lrclk_divider.q"
crit_path_end = "prdata[21]"
cp_max_fo = 32
critPathKind = "input port to flop"
timing.rr.start = "playback_gen44.lrclk_divider.counter[0]"
crit_path_start_kind = "input port"
slowest_delay_ns = 0.61
crit_start = "paddr[1]"
cp_cell_sequence = "clkdlybuf4s50_1 > nor4_4 > and3_1 > nand2_2 > o21a_1"
worstSetupEndpointType = "flop"
rrSetupSlack_ns = 2.71
critPathSlowestCell = "nand2_2"
critical_path_arrival_ns = 3.45
cp.required_ns = 4.90

[synthesis]
top_cell_area_share_pct = 43.4
yosys_area_mm2 = 0.00726
ys_seq_elements = 158
ys_warn_count = 3
yosysTopAreaCell = "dfrtp_1"
syn_area_mm2 = 0.00726
ys_cells = 599
ys_seq_share_pct = 56.7
synthTopCellsByArea = "dfrtp_1 (43%), edfxtp_1 (13%), mux2_2 (10%), xnor2_1 (7.5%), xor2_1 (4.1%)"
synthCells = 599
ys_types = 32
syn-mean-instance-area_um2 = 12.1

[placed_design]
dp_slack_ns = 1.02
port-buffer-count = 81
place_congestion = 0.805
dp_hpwl_um = 11100

[clock_network]
cts_hold_buffers = 0
post_cts_resize_count = 0
post-cts-setup-buffers = 0
cts_tree = "yes"
cts.clk_slew.worst_paths_ns = 0.07
cts_sinks = 158

[status]
status = "completed"

[flow_run]
cap_violations = 0
warnings = 26

[worst_hold_path]
hold_class = "flop to flop"
[logic make-up (layout without fill, tap and decap cells)]
group / after synthesis / in the layout / synth area share (%)
and+or+nand+nor: 176 / 176 / 11.7
DFF: 158 / 158 / 56.7
xor gates and xnor gates: 96 / 96 / 11.6
AOI/OAI and AO/OA: 69 / 69 / 6.96
muxes: 67 / 67 / 10.4
buffers and inverters: 27 / 125 / 1.71
adders and majority gates: 6 / 6 / 1.03
[state kept, by name, summed over array words and instances (netlist names)]
name and cells:
playback_gen44.lrclk_divider.q 1, playback_gen48.bclk_divider.counter 8, playback_gen44.lrclk_divider.counter 12, cmd_reg2 32
playback_gen44.mclk_divider.counter 8, cmd_reg1 32, playback_gen48.lrclk_divider.q 1, prdata 32
playback_gen44.mclk_divider.q 1, playback_gen48.mclk_divider.counter 8, playback_gen44.bclk_divider.q 1, playback_gen48.mclk_divider.q 1
playback_gen48.bclk_divider.q 1, playback_gen48.lrclk_divider.counter 12, playback_gen44.bclk_divider.counter 8
[worst max-delay path, delay by kind of cell]
family	cells	cell delay [ns]
buffers and inverters	1	0.48
and+or+nand+nor	3	1.63
AOI/OAI and AO/OA	1	0.37
[through the flow]
step                cell area (um2)  std cells  util [%]  hold slack, ns
floorplan                      7260        599         -           0.436
global placement               8420        985      35.7           0.454
detailed placement             8420        985      35.7           0.456
CTS                            9050       1016      38.3           0.468
global route                   9050       1016      38.3           0.484
finish                         9050       1016      38.3           0.463
[final cells by class]
class                      instances  area share (%)
sequential                       158            45.5
multi-input combinational        414            33.5
timing repair buffer              88            9.52
clock buffer                      22            5.84
tap                              319            4.41
clock inverter                     9            1.05
inverter                           6           0.249
[routing by layer]
layer  routed length (um)  GRT usage (%)
met1                 8020           22.3
met2                 7170           21.6
met3                  907           4.51
met4                  283           2.13
met5                    0              0
[cell usage after synthesis, drive strengths merged]
cell,number
nor2,76
nand2,24
xnor2,62
mux2i,2
o21ai,18
o21a,16
or3,1
nor2b,6
clkbuf,7
xor2,34
nand4,13
o2bb2ai,16
nor4,4
and2,1
nand4b,1
buf,14
nand3,31
nor3,8
a2bb2oi,16
and3,10
ha,6
edfxtp,32
mux2,65
nand2b,1
a21oi,3
dfrtp,126
inv,6
[worst min path at each step]
stage	start	end	slack (ns)	depth (start not counted)
after CTS	playback_gen44.mclk_divider.q	playback_gen44.mclk_divider.q	0.47	1
after global routing	playback_gen44.mclk_divider.q	playback_gen44.mclk_divider.q	0.48	1
final	playback_gen48.lrclk_divider.q	playback_gen48.lrclk_divider.q	0.46	1
[power by group through the flow]
| stage | combinational [mW] | sequential (mW) | clock (mW) |
|---|---|---|---|
| 5_1_grt | 0.746 | 1.85 | 1.50 |
| 6_report | 0.650 | 1.81 | 1.42 |
| 4_1_cts | 0.664 | 1.81 | 1.46 |
